[/design/flow/config.mk]
export PLATFORM = sky130hd
export DESIGN_NAME = lambda_divider
export DESIGN_NICKNAME = lambda_divider
export VERILOG_FILES = /design/flow/design.v
export SDC_FILE = /design/flow/constraint.sdc
export NUM_CORES = 4
export LEC_CHECK = 1
export CORE_UTILIZATION = 40
export SYNTH_MEMORY_MAX_BITS = 65536
[/design/flow/run.sh]
#!/bin/bash
# OpenROAD 26Q1-2900-gdf79404cd8, Yosys 0.63+post, stock flow scripts
make -C /OpenROAD-flow-scripts/flow DESIGN_CONFIG=/design/flow/config.mk WORK_HOME=/design/flow/orfs finish
[/design/flow/constraint.sdc]
current_design lambda_divider

set clk_period 4.5
set clk_io_pct 0.2

create_clock -name clk0 -period $clk_period

set non_clock_inputs [all_inputs -no_clocks]
set_input_delay [expr $clk_period * $clk_io_pct] -clock clk0 $non_clock_inputs
set_output_delay [expr $clk_period * $clk_io_pct] -clock clk0 [all_outputs]
[/design/flow/design.v]
`timescale 1ns / 1ps
module GF_inverse(
    input [3:0] IN,
    output reg [3:0] OUT
    );
always@ (IN) begin  
    case(IN)
        0: OUT <= 0;
        1: OUT <= 1;
        2: OUT <= 9;
        3: OUT <= 14;
        4: OUT <= 13;
        5: OUT <= 11;
        6: OUT <= 7;
        7: OUT <= 6;
        8: OUT <= 15;
        9: OUT <= 2;
        10: OUT <= 12;
        11: OUT <= 5;
        12: OUT <= 10;
        13: OUT <= 4;
        14: OUT <= 3;
        15: OUT <= 8;
    endcase
end
endmodule
`timescale 1ns / 1ps
module full_GF_mult(
    input [3:0] A,
    input [3:0] B,
    output [3:0] out
    );
reg [3:0] OUT;
assign out = OUT;
always@(A, B) begin
    case({A, B})
        8'b00000000: OUT <= 0;  
        8'b00000001: OUT <= 0;  
        8'b00000010: OUT <= 0;  
        8'b00000011: OUT <= 0;  
        8'b00000100: OUT <= 0;  
        8'b00000101: OUT <= 0;  
        8'b00000110: OUT <= 0;  
        8'b00000111: OUT <= 0;  
        8'b00001000: OUT <= 0;  
        8'b00001001: OUT <= 0;  
        8'b00001010: OUT <= 0;  
        8'b00001011: OUT <= 0;  
        8'b00001100: OUT <= 0;  
        8'b00001101: OUT <= 0;  
        8'b00001110: OUT <= 0;  
        8'b00001111: OUT <= 0;  
        8'b00010000: OUT <= 0;  
        8'b00010001: OUT <= 1;  
        8'b00010010: OUT <= 2;  
        8'b00010011: OUT <= 3;  
        8'b00010100: OUT <= 4;  
        8'b00010101: OUT <= 5;  
        8'b00010110: OUT <= 6;  
        8'b00010111: OUT <= 7;  
        8'b00011000: OUT <= 8;  
        8'b00011001: OUT <= 9;  
        8'b00011010: OUT <= 10;  
        8'b00011011: OUT <= 11;  
        8'b00011100: OUT <= 12;  
        8'b00011101: OUT <= 13;  
        8'b00011110: OUT <= 14;  
        8'b00011111: OUT <= 15;  
        8'b00100000: OUT <= 0;  
        8'b00100001: OUT <= 2;  
        8'b00100010: OUT <= 4;  
        8'b00100011: OUT <= 6;  
        8'b00100100: OUT <= 8;  
        8'b00100101: OUT <= 10;  
        8'b00100110: OUT <= 12;  
        8'b00100111: OUT <= 14;  
        8'b00101000: OUT <= 3;  
        8'b00101001: OUT <= 1;  
        8'b00101010: OUT <= 7;  
        8'b00101011: OUT <= 5;  
        8'b00101100: OUT <= 11;  
        8'b00101101: OUT <= 9;  
        8'b00101110: OUT <= 15;  
        8'b00101111: OUT <= 13;  
        8'b00110000: OUT <= 0;  
        8'b00110001: OUT <= 3;  
        8'b00110010: OUT <= 6;  
        8'b00110011: OUT <= 5;  
        8'b00110100: OUT <= 12;  
        8'b00110101: OUT <= 15;  
        8'b00110110: OUT <= 10;  
        8'b00110111: OUT <= 9;  
        8'b00111000: OUT <= 11;  
        8'b00111001: OUT <= 8;  
        8'b00111010: OUT <= 13;  
        8'b00111011: OUT <= 14;  
        8'b00111100: OUT <= 7;  
        8'b00111101: OUT <= 4;  
        8'b00111110: OUT <= 1;  
        8'b00111111: OUT <= 2;  
        8'b01000000: OUT <= 0;  
        8'b01000001: OUT <= 4;  
        8'b01000010: OUT <= 8;  
        8'b01000011: OUT <= 12;  
        8'b01000100: OUT <= 3;  
        8'b01000101: OUT <= 7;  
        8'b01000110: OUT <= 11;  
        8'b01000111: OUT <= 15;  
        8'b01001000: OUT <= 6;  
        8'b01001001: OUT <= 2;  
        8'b01001010: OUT <= 14;  
        8'b01001011: OUT <= 10;  
        8'b01001100: OUT <= 5;  
        8'b01001101: OUT <= 1;  
        8'b01001110: OUT <= 13;  
        8'b01001111: OUT <= 9;  
        8'b01010000: OUT <= 0;  
        8'b01010001: OUT <= 5;  
        8'b01010010: OUT <= 10;  
        8'b01010011: OUT <= 15;  
        8'b01010100: OUT <= 7;  
        8'b01010101: OUT <= 2;  
        8'b01010110: OUT <= 13;  
        8'b01010111: OUT <= 8;  
        8'b01011000: OUT <= 14;  
        8'b01011001: OUT <= 11;  
        8'b01011010: OUT <= 4;  
        8'b01011011: OUT <= 1;  
        8'b01011100: OUT <= 9;  
        8'b01011101: OUT <= 12;  
        8'b01011110: OUT <= 3;  
        8'b01011111: OUT <= 6;  
        8'b01100000: OUT <= 0;  
        8'b01100001: OUT <= 6;  
        8'b01100010: OUT <= 12;  
        8'b01100011: OUT <= 10;  
        8'b01100100: OUT <= 11;  
        8'b01100101: OUT <= 13;  
        8'b01100110: OUT <= 7;  
        8'b01100111: OUT <= 1;  
        8'b01101000: OUT <= 5;  
        8'b01101001: OUT <= 3;  
        8'b01101010: OUT <= 9;  
        8'b01101011: OUT <= 15;  
        8'b01101100: OUT <= 14;  
        8'b01101101: OUT <= 8;  
        8'b01101110: OUT <= 2;  
        8'b01101111: OUT <= 4;  
        8'b01110000: OUT <= 0;  
        8'b01110001: OUT <= 7;  
        8'b01110010: OUT <= 14;  
        8'b01110011: OUT <= 9;  
        8'b01110100: OUT <= 15;  
        8'b01110101: OUT <= 8;  
        8'b01110110: OUT <= 1;  
        8'b01110111: OUT <= 6;  
        8'b01111000: OUT <= 13;  
        8'b01111001: OUT <= 10;  
        8'b01111010: OUT <= 3;  
        8'b01111011: OUT <= 4;  
        8'b01111100: OUT <= 2;  
        8'b01111101: OUT <= 5;  
        8'b01111110: OUT <= 12;  
        8'b01111111: OUT <= 11;  
        8'b10000000: OUT <= 0;  
        8'b10000001: OUT <= 8;  
        8'b10000010: OUT <= 3;  
        8'b10000011: OUT <= 11;  
        8'b10000100: OUT <= 6;  
        8'b10000101: OUT <= 14;  
        8'b10000110: OUT <= 5;  
        8'b10000111: OUT <= 13;  
        8'b10001000: OUT <= 12;  
        8'b10001001: OUT <= 4;  
        8'b10001010: OUT <= 15;  
        8'b10001011: OUT <= 7;  
        8'b10001100: OUT <= 10;  
        8'b10001101: OUT <= 2;  
        8'b10001110: OUT <= 9;  
        8'b10001111: OUT <= 1;  
        8'b10010000: OUT <= 0;  
        8'b10010001: OUT <= 9;  
        8'b10010010: OUT <= 1;  
        8'b10010011: OUT <= 8;  
        8'b10010100: OUT <= 2;  
        8'b10010101: OUT <= 11;  
        8'b10010110: OUT <= 3;  
        8'b10010111: OUT <= 10;  
        8'b10011000: OUT <= 4;  
        8'b10011001: OUT <= 13;  
        8'b10011010: OUT <= 5;  
        8'b10011011: OUT <= 12;  
        8'b10011100: OUT <= 6;  
        8'b10011101: OUT <= 15;  
        8'b10011110: OUT <= 7;  
        8'b10011111: OUT <= 14;  
        8'b10100000: OUT <= 0;  
        8'b10100001: OUT <= 10;  
        8'b10100010: OUT <= 7;  
        8'b10100011: OUT <= 13;  
        8'b10100100: OUT <= 14;  
        8'b10100101: OUT <= 4;  
        8'b10100110: OUT <= 9;  
        8'b10100111: OUT <= 3;  
        8'b10101000: OUT <= 15;  
        8'b10101001: OUT <= 5;  
        8'b10101010: OUT <= 8;  
        8'b10101011: OUT <= 2;  
        8'b10101100: OUT <= 1;  
        8'b10101101: OUT <= 11;  
        8'b10101110: OUT <= 6;  
        8'b10101111: OUT <= 12;  
        8'b10110000: OUT <= 0;  
        8'b10110001: OUT <= 11;  
        8'b10110010: OUT <= 5;  
        8'b10110011: OUT <= 14;  
        8'b10110100: OUT <= 10;  
        8'b10110101: OUT <= 1;  
        8'b10110110: OUT <= 15;  
        8'b10110111: OUT <= 4;  
        8'b10111000: OUT <= 7;  
        8'b10111001: OUT <= 12;  
        8'b10111010: OUT <= 2;  
        8'b10111011: OUT <= 9;  
        8'b10111100: OUT <= 13;  
        8'b10111101: OUT <= 6;  
        8'b10111110: OUT <= 8;  
        8'b10111111: OUT <= 3;  
        8'b11000000: OUT <= 0;  
        8'b11000001: OUT <= 12;  
        8'b11000010: OUT <= 11;  
        8'b11000011: OUT <= 7;  
        8'b11000100: OUT <= 5;  
        8'b11000101: OUT <= 9;  
        8'b11000110: OUT <= 14;  
        8'b11000111: OUT <= 2;  
        8'b11001000: OUT <= 10;  
        8'b11001001: OUT <= 6;  
        8'b11001010: OUT <= 1;  
        8'b11001011: OUT <= 13;  
        8'b11001100: OUT <= 15;  
        8'b11001101: OUT <= 3;  
        8'b11001110: OUT <= 4;  
        8'b11001111: OUT <= 8;  
        8'b11010000: OUT <= 0;  
        8'b11010001: OUT <= 13;  
        8'b11010010: OUT <= 9;  
        8'b11010011: OUT <= 4;  
        8'b11010100: OUT <= 1;  
        8'b11010101: OUT <= 12;  
        8'b11010110: OUT <= 8;  
        8'b11010111: OUT <= 5;  
        8'b11011000: OUT <= 2;  
        8'b11011001: OUT <= 15;  
        8'b11011010: OUT <= 11;  
        8'b11011011: OUT <= 6;  
        8'b11011100: OUT <= 3;  
        8'b11011101: OUT <= 14;  
        8'b11011110: OUT <= 10;  
        8'b11011111: OUT <= 7;  
        8'b11100000: OUT <= 0;  
        8'b11100001: OUT <= 14;  
        8'b11100010: OUT <= 15;  
        8'b11100011: OUT <= 1;  
        8'b11100100: OUT <= 13;  
        8'b11100101: OUT <= 3;  
        8'b11100110: OUT <= 2;  
        8'b11100111: OUT <= 12;  
        8'b11101000: OUT <= 9;  
        8'b11101001: OUT <= 7;  
        8'b11101010: OUT <= 6;  
        8'b11101011: OUT <= 8;  
        8'b11101100: OUT <= 4;  
        8'b11101101: OUT <= 10;  
        8'b11101110: OUT <= 11;  
        8'b11101111: OUT <= 5;  
        8'b11110000: OUT <= 0;  
        8'b11110001: OUT <= 15;  
        8'b11110010: OUT <= 13;  
        8'b11110011: OUT <= 2;  
        8'b11110100: OUT <= 9;  
        8'b11110101: OUT <= 6;  
        8'b11110110: OUT <= 4;  
        8'b11110111: OUT <= 11;  
        8'b11111000: OUT <= 1;  
        8'b11111001: OUT <= 14;  
        8'b11111010: OUT <= 12;  
        8'b11111011: OUT <= 3;  
        8'b11111100: OUT <= 8;  
        8'b11111101: OUT <= 7;  
        8'b11111110: OUT <= 5;  
        8'b11111111: OUT <= 10;  
        default: OUT <= 0;
    endcase
end
endmodule
`timescale 1ns / 1ps
module lambda_divider(
    input [3:0] Omega_0,
    input [3:0] Omega_1,
    input [3:0] Gamma_0,
    input [3:0] Gamma_1,
    input [3:0] Gamma_2,
    input CLK,
    output [3:0] div_Omega_0,
    output [3:0] div_Omega_1,
    output [3:0] div_Gamma_0,
    output [3:0] div_Gamma_1,
    output [3:0] div_Gamma_2
    );
    integer i;
    wire [3:0] inv_lambda;
    GF_inverse INV(
        .IN(Gamma_0),
        .OUT(inv_lambda)
        );
    full_GF_mult mult_Omega_0(
        .A(Omega_0),
        .B(inv_lambda),
        .out(div_Omega_0)
        );
    full_GF_mult mult_Omega_1(
        .A(Omega_1),
        .B(inv_lambda),
        .out(div_Omega_1)
        );
    full_GF_mult mult_Gamma_0(
        .A(Gamma_0),
        .B(inv_lambda),
        .out(div_Gamma_0)
        );
    full_GF_mult mult_Gamma_1(
        .A(Gamma_1),
        .B(inv_lambda),
        .out(div_Gamma_1)
        );
    full_GF_mult mult_Gamma_2(
        .A(Gamma_2),
        .B(inv_lambda),
        .out(div_Gamma_2)
        );
endmodule
==> results.py <==
# Synthesis and PnR figures
metrics = {
    "final_layout": {
        "syn_to_final_growth_pct": 59.17,
        "flops": 0,
        "seq_area_um2": 0,
        "drive_above_1_share": 0.4118,
        "nClkBuffers": 0,
        "combGateArea_mm2": 0.003841,
        "nFillCells": 676,
        "final_util": 0.6715,
    },
    "setup_path": {
        "cp_slowest_cell": "clkdlybuf4s50_1",
        "critPathKind": "input port to output pin",
        "cp-end-kind": "output pin",
        "path_delay_family": "buffers and inverters",
        "worstPathCellList": "buf_12, buf_6, ha_2, and2_4, o21ai_4, nand2_2, buf_6, inv_2, ha_2, nor2_2, mux2i_1, buf_4, nor2_1, or4_4, a31oi_2, clkdlybuf4s50_1",
        "crit_buf_inv": 6,
        "startpoint_type": "input port",
        "required_ns": 3.60,
        "arrival_ns": 3.65,
        "critical_path.max_fanout": 10,
        "slowest_delay_ns": 0.48,
    },
    "floorplanning": {
        "core.rowCount": 34,
        "initial_core_util": 0.4219,
        "core_area_mm2": 0.008891,
        "dieArea_mm2": 0.009769,
        "pin_count": 41,
        "die_h_um": 98.84,
        "die-width_um": 98.84,
    },
    "pwr": {
        "pwr-share-clk": 0,
        "totalPowerFinal_uw": 1360,
        "p_per_area_mw_per_mm2": 227.8,
        "power.switching_fraction": 0.4810,
        "internal-power_uw": 706.0,
        "p_sw_uw": 654.4,
        "pwr-share-seq": 0,
        "p_leak_uw": 0.002434,
        "pwr-share-comb": 1.000,
        "peakVddDrop_mv": 0.1029,
    },
    "detailed_routing": {
        "dr.pass1.iters": 5,
        "wl_mm": 15.04,
        "drcViolationCount": 0,
        "antenna-diode-count": 0,
        "ant_nets": 0,
        "wire_per_inst_um": 18.41,
        "vias_per_cell": 6.130,
        "first_iter_violations": 344,
        "routed-via-count": 5008,
    },
    "min_path": {
        "hold_path_class": "input port to output pin",
    },
    "synth": {
        "ys_cells": 564,
        "common_cells": "nand2_1, nor2_1, o21ai_0",
        "yosysTopAreaCellShare": 0.06304,
        "avgSynthCellArea_um2": 6.651,
        "largest_area_cell": "xnor2_1",
        "netlist_area_mm2": 0.003751,
        "synthTopCellsByArea": "xnor2_1, nand2_1, o21ai_0",
        "yosysUniqueCellTypes": 88,
        "ys_area_mm2": 0.003751,
        "yosysSeqAreaShare": 0,
        "yosysMostFrequentCell": "nand2_1",
        "yosys_warnings": 2,
        "synthCells": 564,
    },
    "flow_run": {
        "cap_viol_max_count": 0,
        "warning_count": 43,
    },
    "timing": {
        "worst_slack_ns": -0.05047,
        "relSlewSlack": 0.5694,
        "worstMarginPinSlew_ns": 0.6439,
        "finalSetupViolCount": 2,
        "min_period_ns": 4.550,
        "worst_hold_slack_ns": 2.411,
        "tns_ns": -0.08465,
        "slew_viol_final": 0,
        "hold_viol": 0,
        "period_used_share": 1.011,
        "clock.fmax_mhz": 219.8,
        "rsz0062_at_grt": "true",
    },
    "placed_design": {
        "dpl.hpwl_mm": 10.50,
        "gp_congestion": 0.9570,
        "io_buffers": 40,
    },
    "grt": {
        "antenna_found_initial": 0,
        "grt_overflow": 0,
        "grt_max_degree": 27,
        "grt_pass1_vias": 4560,
        "grt_usage": 0.3084,
        "grt_pass1_wl_mm": 23.92,
    },
    "run_status": {
        "status": "finished with violations",
        "violations": "negative setup slack",
    },
}
## through the flow
step / setup WS, ns / instances / cell area (µm²)
2_1_floorplan: 0.005413 / 564 / 3812
3_3_place_gp: -0.7279 / 782 / 5069
3_5_place_dp: -0.7243 / 782 / 5069
4_1_cts: -0.05919 / 801 / 5620
5_1_grt: -0.1794 / 817 / 5971
6_report: -0.05047 / 817 / 5971
## per-layer routing
metal  up-vias  GRT usage  routed length (µm)
li1       2414          -                   -
met1      2345     0.4668                6944
met2       217     0.4809                6599
met3        32    0.02165                1080
met4         0    0.06889                 417
met5         -          0                   0
## cell usage in the layout, fill, tap and decap left out, types with 10 or more instances in the layout
master | Yosys | routed
a211oi_1 | 20 | 16
a21oi_1 | 37 | 34
a31oi_1 | 11 | 10
buf_12 | 0 | 11
buf_4 | 3 | 137
buf_6 | 7 | 21
clkdlybuf4s50_1 | 0 | 23
nand2_1 | 60 | 53
nand2b_1 | 12 | 11
nor2_1 | 54 | 46
o21ai_0 | 43 | 30
o21ai_1 | 5 | 14
xnor2_1 | 27 | 26
## final timing paths
path / start / to / slack [ns] / depth (start not counted)
hold / removal: Gamma_0[2] / div_Gamma_0[2] / 2.41 / 5
setup / recovery: Gamma_0[0] / div_Gamma_0[0] / -0.05 / 16
## final cells by class
class,count,area share
multi-input combinational,482,0.6433
inverter,18,0.01593
tap,108,0.02263
timing repair buffer,209,0.3181
## repair_timing
item | in CTS | in global routing
pin swaps | 42 | 43
setup buffers | 18 | 16
cloned | 1 | 0
setup endpoints to repair | 20 | 19
hold endpoints to repair | 0 | 0
resized | 111 | 67
hold buffers | 0 | 0
## cells by family (layout without fill, tap and decap cells)
group,count (synthesis),after routing,share of synthesized area
AND-OR/OR-AND,219,219,0.4260
XOR/XNOR,40,40,0.1154
adder cells (fa/ha/maj),12,12,0.04003
buffers and inverters,82,227,0.1047
multiplexers,15,15,0.05237
AND/OR/NAND/NOR,196,196,0.2615
## tightest hold or removal path, stage by stage
cell and delay [ns]:
clkbuf_2 0.12, buf_12 0.17, a21oi_1 0.13, a211oi_1 0.06, dlymetal6s2s_1 0.13
## power groups by stage
stage | logic [µW] | clock network [µW] | registers (µW)
CTS | 1240 | 0 | 0
global route | 1450 | 0 | 0
finish | 1360 | 0 | 0
Power and IR drop assume default switching activity.
