### flow/config.mk
export PLATFORM = sky130hd
export DESIGN_NAME = delay_finished_signal
export DESIGN_NICKNAME = delay_finished_signal
export VERILOG_FILES = /design/flow/design.v
export SDC_FILE = /design/flow/constraint.sdc
export NUM_CORES = 4
export LEC_CHECK = 1
export CORE_UTILIZATION = 50
### flow/constraint.sdc
current_design delay_finished_signal

set clk_period 1.0
set clk_io_pct 0.2

create_clock -name clk0 -period $clk_period [get_ports {CLK}]

set non_clock_inputs [all_inputs -no_clocks]
set_input_delay [expr $clk_period * $clk_io_pct] -clock clk0 $non_clock_inputs
set_output_delay [expr $clk_period * $clk_io_pct] -clock clk0 [all_outputs]
### flow/design.v
`timescale 1ns / 1ps
module delay_finished_signal (
    input  wire CLK,
    input  wire RESET,
    input  wire [3:0] finished_in,
    output wire [3:0] finished_out
);
    reg [223:0] shift_reg;   
    always @(posedge CLK or posedge RESET) begin
        if (RESET) begin
            shift_reg <= 224'b0;
        end else begin
            shift_reg <= {shift_reg[219:0], finished_in};
        end
    end
    assign finished_out = shift_reg[223:220];
endmodule
### flow/run.sh
#!/bin/bash
# OpenROAD 26Q1-2900-gdf79404cd8, Yosys 0.63+post, stock flow scripts
make -C /OpenROAD-flow-scripts/flow DESIGN_CONFIG=/design/flow/config.mk WORK_HOME=/design/flow/orfs finish
==> run notes <==
The biggest area contributor in the post-synthesis netlist is sky130_fd_sc_hd__dfrtp_1. Setup repair after global routing could not meet its margin everywhere. The area of the placeable core is 10940 um2, and the detail-routed via count per cell is 4.421. Slew at the pin with the worst max-slew slack: 173.8 ps. The number of global-route vias before repair was 2123; the initial antenna violation count was 0. The slack of the critical path was -203.4 ps; the biggest cell delay along the critical path was 400 ps. In the post-synthesis netlist, the biggest area contributors are sky130_fd_sc_hd__dfrtp_1, sky130_fd_sc_hd__buf_4, sky130_fd_sc_hd__inv_1.

The share of total power dissipated in combinational logic is 1.8%. The last timing report of the flow puts the setup violation total at 4. At the worst endpoint, the required time is 800 ps.

For reference, the final report shows the hold violation count at 0. Power comes to 17.11 mW. Post-placement setup slack: -6.774 ps. The overall fraction of global-route tracks in use is 14.14%. The vertical extent of the die is 108.2 um. The flow ran to the end, but the final reports show violations. The run gives 99.40% as the post-synthesis sequential area ratio.

Counting along the longest clock path gives a buffer depth of 3. The final critical path takes up 120.3% of the cycle. The flow reports that sequential cells draw 56.0% of the design power. The layout summary lists the proportion of cells stronger than drive strength 1 as 20.14%. The final global-route overflow total is 0. In this run the power density over the cells is 2530 nW/um2. Buffers placed on the I/O ports in this run total 9. The post-synthesis area per instance works out to 24.63 um2. The static leakage came out at 3.177 nW. Summing over the stages, the warning tally comes to 28.

The tools report the relative slew slack as 88.41%. Looking at the critical path, the single cell with the biggest stage delay is sky130_fd_sc_hd__dfrtp_1. The run gives 224 for the number of flip-flops in the largest register. At the floorplan stage, the core utilization is reported as 51.57%. The net switching share of the total power was 19.51%. Per the detail_route report, routed wire per instance is 15.07 um.

Net switching power figure: 3.337 mW. The final reports fail on negative setup slack. The post-synth count of flops with an enable pin is 0.

For the detailed-route via count, the log shows 1892. The fraction of registers with async set/reset came out at 100.0%. STA classifies the critical path startpoint as a flop. With the buffer and inverter count on the worst path at 1, the half-perimeter wire length after placement is 2697 um.

With the maximum clock frequency at 831.0 MHz, the data arrival at the endpoint of the critical path is 1000 ps. The register bit total from synthesis is 224. The category of cells accounting for the largest share of critical-path delay was flip-flops. The largest driver fanout on the critical path works out to 1. The total clock sinks was 224; the final non-filler cell area was 6763 um2. TritonCTS built the clock tree.

According to the floorplan report, the die width is 108.2 um. For the number of ports placed on the die boundary, the log shows 10. Row generation in the floorplan step produced 38 rows. The first detailed-routing pass ran for 2 iterations. CTS added clock buffers totalling 21. The sort of element at the end of the critical path is an output port. STA reports the tightest min-delay check as being of type input pin to async pin.

The buffer type at the clock tree root is sky130_fd_sc_hd__clkbuf_16. The tally of non-filler cells in the final layout is 428. The first global-routing pass estimated 11430 um of wire. RePlAce ended its routability-driven mode at a weighted congestion of 0.6866. Looking at the cell usage after synthesis, the top flip-flop cell is sky130_fd_sc_hd__dfrtp_1. Counting instances in the post-synthesis netlist gives the leading cell types as sky130_fd_sc_hd__dfrtp_1, sky130_fd_sc_hd__buf_4, sky130_fd_sc_hd__inv_1. The maximum ir drop on the vdd rail is 1.576 mV.

The logs give 3 for the number of different library cells in the post-synthesis netlist and 5639 um2 for the chip area in the Yosys report. For reference, the most critical setup path is categorized as flop to output port. The mapped netlist covers 5639 um2. The routed wire length was 6449 um. Nets still carrying antenna violations after routing amount to 0. The area fraction of the dominant cell type after synthesis came out at 99.40%.

The run gives 1 as the number of levels the H-tree was split into. The total of hold buffers inserted after clock tree synthesis is 0. In the final layout, the fill cell count is 747. The run gives 0 as the remaining routing DRC violations.

Multi-input logic cell count: 0. Post-layout minimum cycle time: 1203 ps. For reference, the final report shows the max-slew violation count at 0.

In the CTS report, the clock slew at the register clock pins of the worst setup and hold paths is listed as 70 ps. In this run the cell area measured after placement is 6148 um2. The Yosys warning count is 1, and the setup TNS after final layout is -664.9 ps. The number of instances in the synthesized netlist came out at 229. After floorplanning, the die was sized to cover 11710 um2.

Setup clock skew after layout: 11.53 ps. In the final layout, the multi-input gates occupy 0 um2. Listed in order, past its start point the critical path passes buf_2. The run gives 480 ps as the insertion delay of the later-clocked pin in the worst-skew pair. With the number of placed instances with taps included at 395, the post-synthesis to final-layout area growth is 19.92%.

The detailed router's first-iteration violation count was 61. In the routed netlist, the antenna diode instances number 0. The synthesized netlist was found by Yosys to have 229 cells. Per report_power, the clock group accounts for 42.2% of the total. Cell internal power was estimated by the tool at 13.77 mW.

The most frequently used library cell after synthesis is sky130_fd_sc_hd__dfrtp_1. The maximum number of pins on one net before global-route repair is 27, and the tally of max-capacitance violations is 0.
-- layout by cell type, fill, tap and decap left out --
cell                              instances
sky130_fd_sc_hd__inv_6                    1
sky130_fd_sc_hd__dfrtp_1                224
sky130_fd_sc_hd__clkbuf_8                 5
sky130_fd_sc_hd__buf_2                    4
sky130_fd_sc_hd__clkinvlp_4               2
sky130_fd_sc_hd__buf_12                   9
sky130_fd_sc_hd__clkdlybuf4s50_1          5
sky130_fd_sc_hd__clkbuf_1                 1
sky130_fd_sc_hd__clkbuf_16               21
sky130_fd_sc_hd__buf_4                   12
sky130_fd_sc_hd__clkinv_2                 4
-- logic make-up after synthesis --
logic type,after synthesis,share of synthesized area [%]
flops,224,99.40
buf+inv,5,0.5990
-- routing by layer --
metal | vias up | share of wire [%] | routed length, um | track usage [%]
li1 | 798 | - | - | -
met1 | 1031 | 51 | 3308 | 29.32
met2 | 43 | 40 | 2550 | 16.38
met3 | 20 | 5.9 | 382 | 3.926
met4 | 0 | 3.2 | 208 | 4.305
met5 | - | 0 | 0 | 0
-- cell type report --
cell class	instances	area, um2	share of cell area, %
Inverter	1	7.507	0.1110
Tap cell	140	175.2	2.590
Clock buffer	27	598.1	8.844
Sequential cell	224	5605	82.89
Timing Repair Buffer	30	340.3	5.032
Clock inverter	6	36.28	0.5365
-- through the flow --
stage	utilization, %	hold slack (ps)
2_1_floorplan	-	231.4
3_3_place_gp	56.22	332.6
3_5_place_dp	56.22	334.7
4_1_cts	61.84	110.3
5_1_grt	61.84	136.1
6_report	61.84	123.1
-- path summary, 6_finish.rpt --
| path | from | cells past startpoint | end | slack [ps] |
|---|---|---|---|---|
| setup / recovery | shift_reg[223]$_DFF_PP0_ | 1 | finished_out[3] | -200 |
| hold / removal | RESET | 3 | shift_reg[10]$_DFF_PP0_ | 120 |
| setup reg to reg | shift_reg[155]$_DFF_PP0_ | 0 | shift_reg[159]$_DFF_PP0_ | 420 |
| hold reg to reg | shift_reg[215]$_DFF_PP0_ | 0 | shift_reg[219]$_DFF_PP0_ | 340 |
| max in group asynchronous | RESET | 4 | shift_reg[87]$_DFF_PP0_ | 520 |
| min in group clk0 | finished_in[0] | 1 | shift_reg[0]$_DFF_PP0_ | 160 |
-- power groups by stage --
| stage | combinational, mW | sequential, mW | clock, mW |
|---|---|---|---|
| 6_report | 0.300 | 9.58 | 7.23 |
| 4_1_cts | 0.317 | 9.59 | 7.52 |
| 5_1_grt | 0.350 | 9.62 | 7.89 |
-- what timing repair did --
| action | in CTS | in global routing |
|---|---|---|
| hold endpoints to repair | 0 | 0 |
| buffers inserted | 0 | 0 |
| cloned | 0 | 0 |
| setup endpoints to repair | 4 | 4 |
| pin swaps | 0 | 0 |
| resized | 12 | 0 |
No activity file was given, so power comes from the tool's default toggle rates.
