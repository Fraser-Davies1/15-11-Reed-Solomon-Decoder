**flow/design.v**
```verilog
`timescale 1ns / 1ps
module control(
    input [3:0] COUNT,
    input CLK,
    input RESET,
    output [3:0] CONTROL
    );
reg [3:0] Curr_state;
reg [3:0] Next_state;
parameter LOW = 4'b0000;
parameter HIGH = 4'b1111;
always@(posedge CLK or posedge RESET) begin
    if(RESET) begin 
        Curr_state <= HIGH;
    end
    else begin
        Curr_state <= Next_state;
    end
end
always@(COUNT) begin
    case(Curr_state)
        LOW: begin
            if(COUNT == 15 ) begin
                Next_state = HIGH;
            end
            else begin
                Next_state = Curr_state;
            end 
        end
        HIGH: begin
            if(COUNT == 14) begin
                Next_state = LOW;
            end
            else begin
                Next_state = Curr_state;
            end
        end
        default:
            Next_state = HIGH;
   endcase 
end
assign CONTROL = Curr_state;
endmodule
`timescale 1ns / 1ps
module control_machine(
    input CLK,
    input RESET,
    output [3:0] CONTROL,
    output [3:0] COUNT_out
    );
wire [3:0] COUNT;
counter counter(
                .CLK(CLK),
                .RESET(RESET),
                .COUNT(COUNT)
                );
control control(
                .CLK(CLK),
                .RESET(RESET),
                .COUNT(COUNT),
                .CONTROL(CONTROL)
                );
assign COUNT_out = COUNT;
endmodule
`timescale 1ns / 1ps
module counter (
    input CLK,
    input RESET,
    output reg [3:0] COUNT
    );
always@ (posedge CLK or posedge RESET) begin
    if(RESET)
        COUNT= 0;
    else if(COUNT >= 15) 
        COUNT <= 0;
    else 
        COUNT <= COUNT + 1; 
end
endmodule
```
**flow/run.sh**
```bash
#!/bin/bash
# OpenROAD 26Q1-2900-gdf79404cd8, Yosys 0.63+post, stock flow scripts
make -C /OpenROAD-flow-scripts/flow DESIGN_CONFIG=/design/flow/config.mk WORK_HOME=/design/flow/orfs finish
```
**flow/config.mk**
```make
export PLATFORM = sky130hd
export DESIGN_NAME = control_machine
export DESIGN_NICKNAME = control_machine
export VERILOG_FILES = /design/flow/design.v
export SDC_FILE = /design/flow/constraint.sdc
export NUM_CORES = 4
export LEC_CHECK = 1
export CORE_AREA = 10 10 70 70
export DIE_AREA = 0 0 80 80
```
**flow/constraint.sdc**
```tcl
current_design control_machine

set clk_period 1.2
set clk_io_pct 0.2

create_clock -name clk0 -period $clk_period [get_ports {CLK}]

set non_clock_inputs [all_inputs -no_clocks]
set_input_delay [expr $clk_period * $clk_io_pct] -clock clk0 $non_clock_inputs
set_output_delay [expr $clk_period * $clk_io_pct] -clock clk0 [all_outputs]
```
==> results.toml <==
# synthesis and place-and-route metrics
[synthesis]
yosysWarnings = 2
syn-cell-area_um2 = 251
ys_seq_share = 0.502
synth_stat.cells = 22
post_synth_inst_count = 22
synth.distinct_cells = 12
yosys.stat.chipArea_um2 = 251
syn-mean-instance-area_um2 = 11.4
synth.top_cells.by_area = "dfrtp_1 40%, dfstp_2 10%, ha_1 10%, buf_4 9.0%, inv_1 6.0%"
synth.largest_area_cell = "dfrtp_1"
synth_top_area_share = 0.398
ys_ff = 5

[drt]
antennaDiodeCount = 0
dr_vias = 217
post_detailed_route_count_of_antenna_violating_nets = 0
drc_errors = 0
postRouteWirelength_um = 639
top_layer_used = "met3"
post_drt_wl_per_cell_um = 7.43
dr_wl_met3_um = 120
met2_wirelength_um = 195
avgViaCountPerCell = 2.52
route.layer.met1.wl_um = 324
first_iter_violations = 17
firstDrtPassIters = 4

[job]
warning_count = 28
maxCapViolations = 0

[worst_setup_path]
worstSetupPathType = "reg -> out"
timing.critical_path.required_ns = 0.96
end_kind = "primary output"
worst_ep_arrival_ns = 0.96
timing.critical_path.fanout_max = 3
startpoint_type = "flip-flop"

[die]
die_area_um2 = 6400
die.size.y_um = 80
rows = 21
fp.dieW_um = 80
placeableCoreArea_um2 = 3420
pin_count = 10
fp_util = 0.0736

[pwr]
total_power_uw = 370
power.density_cell_area_nw_per_um2 = 811
power_leakage_nw = 0.237
ir_worst_vdd_v = 0.000143

[cells_and_area]
drive_gt1_frac = 0.475
top_logic_cells_by_instance_count_in_the_layout = "7 x buf_4, 4 x inv_1, 4 x dlygate4sd2_1"
finalNonFillerCells = 86
final_cell_area_um2 = 457
filler_cell_count = 394
post-route-util = 0.134
mostFrequentLayoutCell = "buf_4"
flow.area_growth_from_synthesis_pct = 81.6

[final_timing]
fmax_ghz = 0.835
finClkSkew_ns = 0.00298
timing.setup.tns_ns = 0
finalHoldViolCount = 0
max_slew_violation_count = 0
max-slew-margin-rel = 0.873
rsz_0062_raised_after_global_routing = "yes"
setup_viol = 0
post-route-min-period_ns = 1.20
min_period_over_period = 0.998
timing_worst_slew_pin_value_ns = 0.191

[status]
status = "finished clean"

[clocking]
holdBufCountCts = 0
cts-root-buf = "clkbuf_4"
clkSlewWorstSetupHoldPaths_ns = 0.04
cts-root-to-sink-buffers = 2
cts_htree_levels = 1
clkLatencyLatePin_ns = 0.24
cts_made_buffers = 3
clkSinkCount = 5
tritoncts_clock_tree = "built"

[global_route]
grt_pass1_vias = 216
grt_util_all_layers = 0.0207
grt_overflow_total = 0
wire_length_of_the_first_global_routing_pass_mm = 1.03
antenna_found_initial = 0
grt_start_max_net_pins = 7

[placement]
port_buffers = 9
detailed_place.area_um2 = 392
dp_cells = 76
gp_congestion = 0.741

[min_path]
hold_class = "in -> async"
metrics by stage:
stage / hold WS (ns) / worst slack (ns)
after CTS: 0.194 / -0.0890
after global placement: 0.453 / -0.0483
after global routing: 0.231 / -0.0296
after detailed placement: 0.450 / -0.0530
after floorplan: 0.0178 / 0.190
final: 0.202 / 0.00248
worst max-delay path, stage by stage, from the launching register on:
cell	delay (ns)
dfstp_2	0.54
buf_6	0.10
buf_6	0.07
path summary, 6_finish.rpt:
path                                                    from                           endpoint  slack [ns]  depth (start not counted)
hold reg to reg                   counter.COUNT[0]$_DFF_PP0_         counter.COUNT[0]$_DFF_PP0_        0.55                          2
max in group asynchronous                              RESET  control.Curr_state[2]$_DFFE_PP1P_        0.76                          2
min in group clk0                 counter.COUNT[0]$_DFF_PP0_         counter.COUNT[0]$_DFF_PP0_        0.55                          2
setup reg to reg                  counter.COUNT[0]$_DFF_PP0_         counter.COUNT[3]$_DFF_PP0_        0.03                          3
setup / recovery           control.Curr_state[2]$_DFFE_PP1P_                         CONTROL[1]       0.002                          2
hold / removal                                         RESET         counter.COUNT[2]$_DFF_PP0_        0.20                          2
sequential cells by signal, summed over array words and instances (netlist names):
signal              flops
counter.COUNT           4
control.Curr_state      1
kinds of logic (layout without fill, tap and decap cells):
logic type / Yosys count / in the layout / share of synthesized area
buffers and inverters: 7 / 25 / 0.149
DFF: 5 / 5 / 0.503
AOI/OAI and AO/OA: 4 / 4 / 0.124
and+or+nand+nor: 3 / 3 / 0.0895
adders and majority gates: 2 / 2 / 0.0995
xor gates and xnor gates: 1 / 1 / 0.0348
cells in the mapped netlist:
master and count:
a41oi_1 1, xor2_1 1, dfrtp_1 4, a311o_1 1, inv_1 4, and2b_2 1
ha_1 2, nand2_1 1, and4b_1 1, a31oi_1 2, buf_4 3, dfstp_2 1
area by class of cell:
type                       count  area, µm²  area share
inverter                       4       15.0      0.0329
sequential                     5        129       0.282
multi-input combinational     10       87.6       0.192
clock buffer                   4       26.3      0.0575
tap                           46       57.6       0.126
timing repair buffer          17        141       0.310
where the power goes:
group / switching [mW] / internal, mW / leakage (nW) / total (mW)
sequential: 0 / 0.169 / 0.0637 / 0.169
clock: 0.0686 / 0.126 / 0.0150 / 0.194
combinational: 0.00350 / 0.00306 / 0.158 / 0.00656
routing by layer:
metal  up-vias  track usage
met4         0      0.00352
met2        12       0.0241
met1        97       0.0248
li1        108            -
met3         0       0.0227
met5         -            0
repair_timing:
item,in CTS,in global routing
setup buffers,7,0
endpoints found under the setup margin,8,5
resized,20,2
No activity file was given, so power comes from the tool's default toggle rates.
